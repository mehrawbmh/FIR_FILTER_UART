==> flow/design.v <==
module RightShiftRegister #(parameter WIDTH = 8)(
    input clk,
    input rst,
    input serIn,
    input shiftEn,
    input parLd,
    input [WIDTH-1:0] parIn,
    output reg [WIDTH-1:0] parOut,
    output  serOut
);
always @(posedge clk, posedge rst)begin
    if(rst)
        parOut <= 0;
    else if(shiftEn)
        parOut <= {serIn,parOut[WIDTH-1:1]};
    else if(parLd)
        parOut <= parIn;
    else
        parOut <= parOut;
end
assign serOut = parOut[0];
endmodule
==> flow/run.sh <==
#!/bin/bash
# OpenROAD 26Q1-2900-gdf79404cd8, Yosys 0.63+post, stock flow scripts
make -C /OpenROAD-flow-scripts/flow DESIGN_CONFIG=/design/flow/config.mk WORK_HOME=/design/flow/orfs finish
==> flow/config.mk <==
export PLATFORM = sky130hd
export DESIGN_NAME = RightShiftRegister
export DESIGN_NICKNAME = RightShiftRegister
export VERILOG_FILES = /design/flow/design.v
export SDC_FILE = /design/flow/constraint.sdc
export NUM_CORES = 4
export LEC_CHECK = 1
export CORE_AREA = 10 10 75 75
export DIE_AREA = 0 0 85 85
==> flow/constraint.sdc <==
current_design RightShiftRegister

set clk_period 2.1
set clk_io_pct 0.2

create_clock -name clk0 -period $clk_period [get_ports {clk}]

set non_clock_inputs [all_inputs -no_clocks]
set_input_delay [expr $clk_period * $clk_io_pct] -clock clk0 $non_clock_inputs
set_output_delay [expr $clk_period * $clk_io_pct] -clock clk0 [all_outputs]
==> impl_metrics.py <==
# Physical implementation metrics
metrics = {
    "outcome": {
        "status": "finished, final reports clean",
    },
    "cts": {
        "cts.sinks": 8,
        "tritoncts": "yes",
        "clkLatencyLatePin_ns": 0.22,
        "ctsLongestPathBuffers": 2,
        "cts_buffers": 3,
        "post_cts_buffers": 0,
        "cts_resized": 0,
        "root_buffer": "clkbuf_8",
        "cts.clk_slew.worst_paths_ns": 0.04,
        "htree_num_levels": 1,
        "cts.hold.buffers_added": 0,
    },
    "placed_design": {
        "gp_congestion": 0.7709,
        "dp_cells": 104,
        "port_buffers": 21,
        "dpl.hpwl_um": 977.2,
    },
    "sta": {
        "slew_headroom_pct": 66.99,
        "rsz0062_at_grt": "false",
        "drv_slew": 0,
        "finClkSkew_ns": 0.0005868,
        "finalSetupTns_ns": 0,
        "hold_viol": 0,
        "finalClockPeriodUsage_pct": 72.47,
        "fin_crit_ns": 1.522,
        "worstMarginPinSlew_ns": 0.4935,
        "max_freq_mhz": 657.1,
        "setup_viol": 0,
        "timing.hold.ws_ns": 0.4539,
    },
    "global_routing": {
        "antenna_found_initial": 0,
        "grt_pass1_wl_um": 1863,
        "grt_max_degree": 17,
        "grt.overflow.total": 0,
        "grt_pass1_vias": 357,
        "track_usage_pct": 3.103,
    },
    "min_path": {
        "hold_path.class": "in -> async",
    },
    "synth": {
        "ys_cells": 36,
        "syn_area_um2": 384.1,
        "yosys_area_um2": 384.1,
        "ys_seq_share_pct": 52.12,
        "ys_warn_count": 1,
        "ys_types": 7,
        "avgSynthCellArea_um2": 10.67,
        "synthCells": 36,
        "ys.flops": 8,
    },
    "setup_path": {
        "cp.required_ns": 1.68,
        "slowest_stage": "clkdlybuf4s50_1",
        "crit_buf_inv": 1,
        "critPathCaptureType": "primary output",
        "cp_max_fo": 3,
        "path_class": "reg -> out",
        "max_stage_delay_ns": 0.49,
        "path_cells": "clkdlybuf4s50_1",
        "critPathLaunchType": "flop",
        "crit_family": "buffers and inverters",
        "cp.arrival_ns": 1.10,
    },
    "layout": {
        "regArea_um2": 200.2,
        "drive_gt1_share_pct": 5.263,
        "mostFrequentLayoutCell": "clkdlybuf4s50_1",
        "top_register": "parOut",
        "largest_register_ffs": 8,
        "area_growth_pct": 73.94,
        "final_cell_mix": "clkdlybuf4s50_1 (21), mux2i_1 (8), nand2_1 (8), o21ai_1 (8), dfrtp_1 (8)",
        "logic_area_um2": 150.1,
        "stdcell_count": 107,
        "largest_registers": "parOut: 8 flops",
        "n_fill_cell": 432,
    },
    "power_and_ir_drop": {
        "power_mw": 0.4683,
        "power_frac_seq_pct": 40.4,
        "clkPwrFrac_pct": 38.7,
        "switching_share_pct": 21.65,
        "power_density_nw_per_um2": 701.0,
        "power.leakage_nw": 0.2785,
        "p_int_mw": 0.3669,
        "pwr-share-comb_pct": 20.9,
        "ir_drop_uv": 118.7,
        "switchingPower_mw": 0.1014,
    },
    "detailed_routing": {
        "wl_um": 1209,
        "vias": 327,
        "antenna_cells": 0,
        "drtAntennaViolNets": 0,
        "avgRoutedWirePerCell_um": 11.30,
        "via_per_inst": 3.056,
        "drt_first_pass_iters": 2,
        "initialDrtViolationCount": 5,
        "drc": 0,
    },
    "floorplanning": {
        "die_h_um": 85,
        "ioPinCount": 22,
        "core_area_um2": 4058,
        "die-area_um2": 7225,
        "die_w_um": 85,
        "num_rows": 23,
        "fp-utilization_pct": 9.467,
    },
    "job": {
        "cap_viol_max_count": 0,
        "warnings": 25,
    },
}
cell type report:
class                      instances  share of cell area [%]
multi-input combinational         24                   22.47
tap                               50                   9.363
inverter                           1                  0.5618
timing repair buffer              21                   31.46
sequential                         8                   29.96
clock buffer                       3                   6.180
power by group through the flow:
stage	Combinational (mW)	Sequential (mW)	Clock [mW]
finish	0.0980	0.189	0.181
global route	0.110	0.193	0.194
CTS	0.101	0.190	0.185
path summary, 6_finish.rpt:
path / startpoint / end / slack [ns] / cells past startpoint
setup / recovery: parOut[3]$_DFFE_PP0P_ / parOut[3] / 0.58 / 1
hold reg to reg: parOut[5]$_DFFE_PP0P_ / parOut[4]$_DFFE_PP0P_ / 0.51 / 2
setup reg to reg: parOut[3]$_DFFE_PP0P_ / parOut[3]$_DFFE_PP0P_ / 1.34 / 2
max in group asynchronous: rst / parOut[3]$_DFFE_PP0P_ / 1.41 / 2
min in group clk0: parOut[5]$_DFFE_PP0P_ / parOut[4]$_DFFE_PP0P_ / 0.51 / 2
hold / removal: rst / parOut[6]$_DFFE_PP0P_ / 0.45 / 2
stage by stage:
stage	utilization (%)	worst slack [ns]	area, um^2
after floorplan	-	1.204	384.1
after global placement	15.45	0.4788	626.9
after detailed placement	15.45	0.4152	626.9
after CTS	16.47	0.5638	668.1
after global routing	16.47	0.5456	668.1
final	16.47	0.5782	668.1
cell usage after synthesis, drive strengths merged:
master  instances  area (um^2)
inv             1        3.750
mux2i           8        80.08
o21ai           8        40.04
dfrtp           8        200.2
buf             3        30.03
nand2           8        30.03
routing by layer:
metal	GRT usage [%]	vias to the layer above	share of wire (%)
met1	3.442	149	38
met4	1.497	0	3.4
met2	5.109	13	50
met5	0	-	0
met3	1.156	2	8.2
li1	-	163	-
cell families after synthesis:
logic type | after synthesis | synth area share (%)
AND-OR/OR-AND | 8 | 10.42
buffers and inverters | 4 | 8.794
AND/OR/NAND/NOR | 8 | 7.818
multiplexers | 8 | 20.85
flip-flops | 8 | 52.12
Power and IR drop assume default switching activity.
